===== flow/run.sh =====
#!/bin/bash
# OpenROAD 26Q1-2900-gdf79404cd8, Yosys 0.63+post, stock flow scripts
make -C /OpenROAD-flow-scripts/flow DESIGN_CONFIG=/design/flow/config.mk WORK_HOME=/design/flow/orfs finish

===== flow/config.mk =====
export PLATFORM = sky130hd
export DESIGN_NAME = guess_number_game
export DESIGN_NICKNAME = guess_number_game
export VERILOG_FILES = /design/flow/design.v
export SDC_FILE = /design/flow/constraint.sdc
export NUM_CORES = 4
export LEC_CHECK = 1
export CORE_UTILIZATION = 40

===== flow/constraint.sdc =====
current_design guess_number_game

set clk_period 7.5
set clk_io_pct 0.2

create_clock -name clk0 -period $clk_period [get_ports {clk}]

set non_clock_inputs [all_inputs -no_clocks]
set_input_delay [expr $clk_period * $clk_io_pct] -clock clk0 $non_clock_inputs
set_output_delay [expr $clk_period * $clk_io_pct] -clock clk0 [all_outputs]

===== flow/design.v =====
module guess_number_game(
    input clk,               
    input reset_n,           
    input btn_start,         
    input btn_inc,           
    input btn_submit,        
    output reg [3:0] digit_sel,
    output reg [7:0] segments
);
    wire reset = ~reset_n;  
    reg [19:0] start_cnt, inc_cnt, submit_cnt;
    reg start_sync1, start_sync2, start_db;  
    reg inc_sync1, inc_sync2, inc_db;
    reg submit_sync1, submit_sync2, submit_db;
    reg start_prev, inc_prev, submit_prev;
    localparam DEBOUNCE = 20'd1_000_000;  
    always @(posedge clk or posedge reset) begin
        if (reset) begin
            start_sync1 <= 0; start_sync2 <= 0; start_db <= 0;
            inc_sync1 <= 0; inc_sync2 <= 0; inc_db <= 0;
            submit_sync1 <= 0; submit_sync2 <= 0; submit_db <= 0;
            start_cnt <= 0; inc_cnt <= 0; submit_cnt <= 0;
        end else begin
            start_sync1 <= btn_start; start_sync2 <= start_sync1;
            inc_sync1 <= btn_inc; inc_sync2 <= inc_sync1;
            submit_sync1 <= btn_submit; submit_sync2 <= submit_sync1;
            if (start_sync2 == start_db)  
                start_cnt <= 0;
            else if (start_cnt < DEBOUNCE)
                start_cnt <= start_cnt + 1;
            else begin
                start_db <= start_sync2;
                start_cnt <= 0;
            end
            if (inc_sync2 == inc_db)
                inc_cnt <= 0;
            else if (inc_cnt < DEBOUNCE)
                inc_cnt <= inc_cnt + 1;
            else begin
                inc_db <= inc_sync2;
                inc_cnt <= 0;
            end
            if (submit_sync2 == submit_db)
                submit_cnt <= 0;
            else if (submit_cnt < DEBOUNCE)
                submit_cnt <= submit_cnt + 1;
            else begin
                submit_db <= submit_sync2;
                submit_cnt <= 0;
            end
        end
    end
    wire start_edge, inc_edge, submit_edge;
    always @(posedge clk or posedge reset) begin
        if (reset) begin
            start_prev <= 0;
            inc_prev <= 0;
            submit_prev <= 0;
        end else begin
            start_prev <= start_db;
            inc_prev <= inc_db;
            submit_prev <= submit_db;
        end
    end
    assign start_edge = start_db && !start_prev;
    assign inc_edge = inc_db && !inc_prev;
    assign submit_edge = submit_db && !submit_prev;
    reg [3:0] lfsr;
    always @(posedge clk or posedge reset) begin
        if (reset)
            lfsr <= 4'b1011;
        else
            lfsr <= {lfsr[2:0], lfsr[3] ^ lfsr[2]};
    end
    localparam IDLE = 3'd0;
    localparam PLAYING = 3'd1;
    localparam SHOW_RESULT = 3'd2;
    localparam WIN_ANIM = 3'd3;
    localparam WIN_STATS = 3'd4;
    localparam ENTERING = 2'd0;
    localparam LOW = 2'd1;
    localparam HIGH = 2'd2;
    localparam WIN = 2'd3;
    reg [2:0] state;
    reg [3:0] target;
    reg [3:0] current_guess;
    reg [6:0] attempts;
    reg [1:0] result;  
    reg [28:0] delay_cnt;
    localparam DELAY = 28'd100_000_000;  
    localparam ANIM_DELAY = 28'd200_000_000;  
    localparam STATS_DELAY = 28'd150_000_000;  
    always @(posedge clk or posedge reset) begin
        if (reset) begin
            state <= IDLE;
            target <= 4'd1;
            current_guess <= 4'd1;
            attempts <= 4'd0;
            result <= ENTERING;
            delay_cnt <= 28'd0;
        end else begin
            case (state)
                IDLE: begin
                    result <= ENTERING;
                    current_guess <= 4'd1;
                    attempts <= 4'd0;
                    if (start_edge) begin
                        state <= PLAYING;
                        target <= (lfsr % 10) + 1;
                    end
                end
                PLAYING: begin
                    result <= ENTERING;  
                    if (inc_edge) begin
                        if (current_guess < 4'd10)
                            current_guess <= current_guess + 1;
                        else
                            current_guess <= 4'd1;
                    end
                    if (submit_edge) begin
                        attempts <= attempts + 1;
                        if (current_guess < target)
                            result <= LOW;  
                        else if (current_guess > target)
                            result <= HIGH;  
                        else
                            result <= WIN;  
                        state <= SHOW_RESULT;
                        delay_cnt <= 28'd0;
                    end
                end
                SHOW_RESULT: begin
                    if (delay_cnt < DELAY)
                        delay_cnt <= delay_cnt + 1;
                    else begin
                        delay_cnt <= 28'd0;
                        if (result == WIN)
                            state <= WIN_ANIM;
                        else begin
                            current_guess <= 4'd1;
                            state <= PLAYING;
                        end
                    end
                end
                WIN_ANIM: begin
                    if (delay_cnt < ANIM_DELAY)
                        delay_cnt <= delay_cnt + 1;
                    else begin
                        delay_cnt <= 28'd0;
                        state <= WIN_STATS;
                    end
                end
                WIN_STATS: begin
                    if (delay_cnt < STATS_DELAY)
                        delay_cnt <= delay_cnt + 1;
                    else begin
                        delay_cnt <= 28'd0;
                        state <= IDLE;
                    end
                end
                default: state <= IDLE;
            endcase
        end
    end
    function [7:0] seg7;
        input [3:0] num;
        begin
            case (num)
                4'd0: seg7 = 8'b11000000;
                4'd1: seg7 = 8'b11111001;
                4'd2: seg7 = 8'b10100100;
                4'd3: seg7 = 8'b10110000;
                4'd4: seg7 = 8'b10011001;
                4'd5: seg7 = 8'b10010010;
                4'd6: seg7 = 8'b10000010;
                4'd7: seg7 = 8'b11111000;
                4'd8: seg7 = 8'b10000000;
                4'd9: seg7 = 8'b10010000;
                4'd10: seg7 = 8'b11111001;  
                default: seg7 = 8'b11111111;
            endcase
        end
    endfunction
    function [7:0] bar_pattern;
        input [2:0] frame;
        input [1:0] digit;
        begin
            case ({frame, digit})
                {3'd0, 2'd0}: bar_pattern = 8'b10111111;
                {3'd0, 2'd1}: bar_pattern = 8'b11111111;
                {3'd0, 2'd2}: bar_pattern = 8'b11111111;
                {3'd0, 2'd3}: bar_pattern = 8'b11111111;
                {3'd1, 2'd0}: bar_pattern = 8'b11111111;
                {3'd1, 2'd1}: bar_pattern = 8'b10111111;
                {3'd1, 2'd2}: bar_pattern = 8'b11111111;
                {3'd1, 2'd3}: bar_pattern = 8'b11111111;
                {3'd2, 2'd0}: bar_pattern = 8'b11111111;
                {3'd2, 2'd1}: bar_pattern = 8'b11111111;
                {3'd2, 2'd2}: bar_pattern = 8'b10111111;
                {3'd2, 2'd3}: bar_pattern = 8'b11111111;
                {3'd3, 2'd0}: bar_pattern = 8'b11111111;
                {3'd3, 2'd1}: bar_pattern = 8'b11111111;
                {3'd3, 2'd2}: bar_pattern = 8'b11111111;
                {3'd3, 2'd3}: bar_pattern = 8'b10111111;
                {3'd4, 2'd0}: bar_pattern = 8'b11111111;
                {3'd4, 2'd1}: bar_pattern = 8'b11111111;
                {3'd4, 2'd2}: bar_pattern = 8'b10111111;
                {3'd4, 2'd3}: bar_pattern = 8'b11111111;
                {3'd5, 2'd0}: bar_pattern = 8'b11111111;
                {3'd5, 2'd1}: bar_pattern = 8'b10111111;
                {3'd5, 2'd2}: bar_pattern = 8'b11111111;
                {3'd5, 2'd3}: bar_pattern = 8'b11111111;
                {3'd6, 2'd0}: bar_pattern = 8'b10111111;
                {3'd6, 2'd1}: bar_pattern = 8'b11111111;
                {3'd6, 2'd2}: bar_pattern = 8'b11111111;
                {3'd6, 2'd3}: bar_pattern = 8'b11111111;
                {3'd7, 2'd0}: bar_pattern = 8'b11111111;
                {3'd7, 2'd1}: bar_pattern = 8'b10111111;
                {3'd7, 2'd2}: bar_pattern = 8'b11111111;
                {3'd7, 2'd3}: bar_pattern = 8'b11111111;
                default: bar_pattern = 8'b11111111;
            endcase
        end
    endfunction
    reg [15:0] refresh_cnt;
    reg [1:0] digit_idx;
    reg [25:0] anim_cnt;
    reg [2:0] anim_frame;
    localparam ANIM_SPEED = 26'd12_500_000;  
    localparam REFRESH_DELAY = 16'd50_000;
    always @(posedge clk or posedge reset) begin
        if (reset) begin
            refresh_cnt <= 16'd0;
            digit_idx <= 2'd0;
            digit_sel <= 4'b1110;
            segments <= 8'b11111111;
            anim_cnt <= 26'd0;
            anim_frame <= 3'd0;
        end else begin
            if (state == WIN_ANIM) begin
                if (anim_cnt < ANIM_SPEED)
                    anim_cnt <= anim_cnt + 1;
                else begin
                    anim_cnt <= 26'd0;
                    anim_frame <= anim_frame + 1;
                end
            end else begin
                anim_cnt <= 26'd0;
                anim_frame <= 3'd0;
            end
            if (refresh_cnt < REFRESH_DELAY - 1)
                refresh_cnt <= refresh_cnt + 1;
            else begin
                refresh_cnt <= 16'd0;
                digit_idx <= digit_idx + 1;
                case (digit_idx)
                    2'd0: digit_sel <= 4'b1110;
                    2'd1: digit_sel <= 4'b1101;
                    2'd2: digit_sel <= 4'b1011;
                    2'd3: digit_sel <= 4'b0111;
                endcase
                case (digit_idx)
                    2'd0: begin  
                        if (state == WIN_ANIM)
                            segments <= bar_pattern(anim_frame, 2'd0);
                        else if (state == WIN_STATS)
                            segments <= seg7(target);
                        else if (state == IDLE)
                            segments <= 8'b11111111;
                        else if (result == ENTERING) begin
                            if (current_guess == 4'd10)
                                segments <= 8'b11000000;
                            else
                                segments <= seg7(current_guess);
                        end
                        else if (result == LOW)
                            segments <= 8'b11000111;  
                        else if (result == HIGH)
                            segments <= 8'b10001001;  
                        else
                            segments <= seg7(target);
                    end
                    2'd1: begin  
                        if (state == WIN_ANIM)
                            segments <= bar_pattern(anim_frame, 2'd1);
                        else if (state == WIN_STATS) begin
                            if (target >= 10)
                                segments <= seg7(target / 10);
                            else
                                segments <= 8'b11111111;
                        end
                        else if (result == LOW)
                            segments <= 8'b11000000;  
                        else if (result == HIGH)
                            segments <= 8'b11111001;  
                        else if (result == ENTERING && current_guess == 4'd10)
                            segments <= 8'b11111001;
                        else
                            segments <= 8'b11111111;
                    end
                    2'd2: begin  
                        if (state == WIN_ANIM)
                            segments <= bar_pattern(anim_frame, 2'd2);
                        else if (state == WIN_STATS) begin
                            if (attempts >= 10)
                                segments <= seg7(attempts % 10);
                            else
                                segments <= 8'b11111111;
                        end
                        else if (attempts >= 10)
                            segments <= seg7(attempts % 10);
                        else
                            segments <= 8'b11111111;
                    end
                    2'd3: begin  
                        if (state == WIN_ANIM)
                            segments <= bar_pattern(anim_frame, 2'd3);
                        else if (state == WIN_STATS)
                            if (attempts >= 10)
                                segments <= seg7(attempts / 10);
                            else
                                segments <= seg7(attempts);
                        else
                            if (attempts >= 10)
                                segments <= seg7(attempts / 10);
                            else
                                segments <= seg7(attempts);
                    end
                endcase
            end
        end
    end
endmodule

==> impl_metrics.yaml <==
# synthesis and place-and-route metrics
clock_tree:
  clock-sinks: 187
  cts_buffers: 17
  post_cts_buffers: 0
  htree_levels: 4
  cts_tree: "yes"
  clk_latency_ns: 0.43
  root_buffer: "clkbuf_16"
  clock_path_buffers: 2
  clk_pin_slew_ns: 0.08
  post_cts_resized: 0
  postCtsHoldBufs: 0
setup_path:
  critPathArrivalTime_ns: 4.94
  cpLargestDelayFamily: "simple AND/OR/NAND/NOR gates"
  crit_type: "reg -> reg"
  cp_data_required_time_ns: 7.87
  start_kind: "flip-flop"
  cp-end-kind: "flip-flop"
  crit_fanout: 15
  path_cells: "nor2_1 > inv_1 > ha_1 > nand2b_1 > o211ai_2 > a32oi_4 > nand3_4 > clkinv_4 > nor3_1 > or3_1 > xnor2_1 > ha_1 > a21oi_1 > a2111oi_4 > o21ai_1 > a21oi_1"
  slowest_delay_ns: 0.56
  cp_num_buf_inv: 2
  critical-path-slowest-cell: "dfrtp_1"
floorplan:
  die_area_um2: 28600
  initial_core_util_pct: 41.2
  die_y_um: 169
  io_pins: 17
  coreArea_um2: 27200
  die_width_um: 169
  num_rows: 60
route:
  avgRoutedWirePerCell_um: 13.6
  drc: 0
  antenna_cells: 0
  totalWireLength_um: 22300
  vias: 8710
  drt_iter0_markers: 649
  detail-route-antenna-nets: 0
  dr.pass1.iters: 5
  via_per_inst: 5.30
pwr:
  power.density_nw_per_um2: 168
  swShare_pct: 22.6
  ir_worst_vdd_mv: 0.138
  switching_power_uw: 465
  clkPwrFrac_pct: 48.8
  power_frac_comb_pct: 1.8
  p_int_mw: 1.59
  power_leakage_nw: 5.07
  pwr-share-seq_pct: 49.5
final_timing:
  finalClockSkew_ns: 0.0101
  rsz0062_at_grt: "no"
  tns_ns: 0
  period_needed_ns: 4.57
  worst_slew_pin_slew_ns: 0.720
  hold_viol: 0
  final.period_utilization_pct: 61.0
  fmax_mhz: 219
  slew_headroom_pct: 50.7
  slew_viol_final: 0
  setup_viol: 0
yosys:
  avgSynthCellArea_um2: 8.86
  ys_types: 90
  yosys_cells: 1262
  netlist_instances: 1262
  synth-seq-cells: 187
  synth-main-ff-cell: "dfrtp_1"
  yosys_area_um2: 11200
  synth-edff-count: 0
  seq_area_frac_synth_pct: 42.0
  synth_warnings: 1
  synthArstFlopShare_pct: 100
  netlist_area_um2: 11200
placed_design:
  place_congestion: 0.902
  dpl.hpwl_um: 15300
  placed_area_um2: 11600
  portBuffers: 15
layout:
  lay_top_count: "nor2_1"
  fin_util_pct: 45.2
  synthToLayoutAreaGrowth_pct: 9.89
  drive_gt1_share_pct: 7.17
  layout_top_cells: "175 x nor2_1, 170 x dfrtp_1, 100 x nand2_1, 74 x nand3_1"
  final_cell_area_um2: 12300
job:
  drv_cap: 0
  warning_count: 56
grt:
  globalRouteOverflowTotal: 0
  grt_pass1_vias: 8138
  antenna_found_initial: 0
  grt_max_degree: 88
  grtUsageTotal_pct: 16.9
  grt_first_pass_wirelength_um: 39500
run_status:
  status: "complete, no violations"
worst_hold_path:
  hp-class: "reg -> reg"
==> cells by family after synthesis <==
family                     count (synthesis)  share of synthesized area (%)
other                                      2                         0.0672
muxes                                     18                           1.66
AOI/OAI and AO/OA                        267                           15.7
xor gates and xnor gates                  95                           7.44
and+or+nand+nor                          510                           21.8
adders and majority gates                 59                           6.53
DFF                                      187                           42.0
buffers and inverters                    124                           4.79
==> cell type report <==
type,instances,area [um^2]
flip-flops and latches,187,4700
repair buffers,25,229
clock inverters,15,231
well taps,372,465
clock buffers,17,425
multi-input cells,952,5950
inverters,74,283
fillers,2608,14900
==> metal layers <==
layer	GRT usage [%]	vias to the layer above	wire length [um]
li1	-	4419	-
met1	28.0	4141	11600
met2	25.1	133	9630
met3	2.30	17	823
met4	1.96	0	278
met5	0	-	0
==> through the flow <==
| step | setup WS [ns] | hold slack (ns) | cells | total power, mW |
|---|---|---|---|---|
| after floorplan | 3.73 | 0.331 | 1263 | 1.05 |
| after global placement | 3.12 | 0.336 | 1610 | 1.08 |
| after detailed placement | 3.00 | 0.343 | 1610 | 1.08 |
| after CTS | 2.97 | 0.359 | 1642 | 2.09 |
| after global routing | 2.49 | 0.371 | 1642 | 2.13 |
| final | 2.93 | 0.357 | 1642 | 2.06 |
==> sequential cells by signal, indices dropped and copies added (netlist names), 5 cells and up <==
register and cells:
anim_cnt 26, attempts 7, start_cnt 20, inc_cnt 20
delay_cnt 29, segments 7, refresh_cnt 16, submit_cnt 20
state 5
==> path summary, 6_finish.rpt <==
kind / start / to / slack, ns / depth (start not counted)
min in group asynchronous: reset_n / delay_cnt[15]$_DFFE_PN0P_ / 1.11 / 1
min reg2reg: submit_sync1$_DFF_PN0_ / submit_sync2$_DFF_PN0_ / 0.36 / 0
max: attempts[5]$_DFFE_PN0P_ / segments[6]$_DFFE_PN1N_ / 2.93 / 16
max in group asynchronous: reset_n / start_cnt[19]$_DFF_PN0_ / 5.18 / 2
min: submit_sync1$_DFF_PN0_ / submit_sync2$_DFF_PN0_ / 0.36 / 0
max reg2reg: attempts[5]$_DFFE_PN0P_ / segments[6]$_DFFE_PN1N_ / 2.93 / 16
==> Yosys cell counts, types with 12 or more instances <==
library cell / instances / area share (%)
xnor2_1: 51 / 4.0
a21oi_1: 73 / 3.3
nand3_1: 74 / 3.3
a31oi_1: 12 / 0.67
and3_1: 31 / 1.7
o21ai_0: 76 / 3.4
inv_1: 71 / 2.4
dfrtp_1: 170 / 38
nor3_1: 22 / 0.98
nand2_1: 100 / 3.4
o21ai_1: 13 / 0.58
clkbuf_1: 34 / 1.1
ha_1: 55 / 6.2
or3_1: 16 / 0.90
dfstp_2: 17 / 4.0
xor2_1: 44 / 3.4
nor2_1: 175 / 5.9
mux2i_1: 14 / 1.3
nand4_1: 31 / 1.7
==> power groups by stage <==
stage	Sequential, mW	Clock (mW)	Combinational [mW]
4_1_cts	1.02	1.04	0.0387
5_1_grt	1.02	1.07	0.0433
6_report	1.02	1.01	0.0361
Power figures rest on the tool's default switching activity, not on a simulated workload.
